==> design.v <==
module btn_count(
    input clk,
    input reset_n,
    input btnu,
    output reg [15:0] led
    );
    reg btnu_prev;
    reg [3:0] counter = 0;  
    always @(posedge clk or negedge reset_n) begin
        if (!reset_n) begin
            counter <= 0;
            btnu_prev <= 0;               
        end else begin
            btnu_prev <= btnu;
            if (btnu & ~btnu_prev) begin            
                if (counter == 15)
                    counter <= 0;
                else
                    counter <= counter + 1;
            end
        end 
    end
    always @(*) begin
        led = 16'b0000000000000000;
        led[counter] = 1;      
    end
endmodule
==> run.sh <==
#!/bin/bash
# OpenROAD 26Q1-2900-gdf79404cd8, Yosys 0.63+post, stock flow scripts
make -C /OpenROAD-flow-scripts/flow DESIGN_CONFIG=/design/flow/config.mk WORK_HOME=/design/flow/orfs finish
==> config.mk <==
export PLATFORM = sky130hd
export DESIGN_NAME = btn_count
export DESIGN_NICKNAME = btn_count
export VERILOG_FILES = /design/flow/design.v
export SDC_FILE = /design/flow/constraint.sdc
export NUM_CORES = 4
export LEC_CHECK = 1
export CORE_AREA = 10 10 70 70
export DIE_AREA = 0 0 80 80
==> constraint.sdc <==
current_design btn_count

set clk_period 1.8
set clk_io_pct 0.2

create_clock -name clk0 -period $clk_period [get_ports {clk}]

set non_clock_inputs [all_inputs -no_clocks]
set_input_delay [expr $clk_period * $clk_io_pct] -clock clk0 $non_clock_inputs
set_output_delay [expr $clk_period * $clk_io_pct] -clock clk0 [all_outputs]
==> results_dict.tcl <==
# implementation run metrics
set metrics [dict create \
    fin_ws_ns -0.2469 \
    port_buffers 18 \
    grt_util_met1_pct 8.751 \
    grt_pass1_wl_um 3332 \
    violations "negative setup slack" \
    p_total_mw 1.993 \
    fmax_mhz 488.5 \
    ant_nets 0 \
    r2r_start "counter[0]$_DFFE_PN0P_" \
    synth-main-ff-cell "dfrtp_1" \
    status "finished, violations left" \
    cts_hold_buf 0 \
    ir_worst_vdd_mv 0.6407 \
    syn_area_um2 586.8 \
    yosys.area_share.aoi_pct 25.37 \
    critPathCapture "led[11]" \
    chip_area_um2 6400 \
    ys_sh_simple_pct 33.05 \
    drv_slew 0 \
    worstSkewPairLatency_ns 0.24 \
    tool_warnings 31 \
    crit_type "flip-flop to output pin" \
    yosys_warnings 1 \
    dpl.hpwl_um 1346 \
    worst_hold_path_type "primary input to async pin" \
    p_leak_nw 0.4944 \
    mux_share_pct 0 \
    grt_max_degree 13 \
    finalClockPeriodUsage_pct 113.7 \
    ys_types 30 \
    design_area_um2 1190 \
    period_needed_ns 2.047 \
    reg2reg_depth 5 \
    skew_ns 0.003744 \
    cp.arrival_ns 1.69 \
    synth_dominant_cell_count "nand2_1" \
    cts_tree "done" \
    cp_max_fo 7 \
    syn_avg_cell_area_um2 7.428 \
    start_kind "flip-flop" \
    post-synth-top-area-cell "dfrtp_1" \
    mi_logic_area_um2 614.3 \
    n_antenna_cell 0 \
    route.detailed.wl_per_inst_um 12.80 \
    cts-buffers-inserted 3 \
    setup_viol 15 \
    grt_overflow_total 0 \
    relSlewSlack_pct 76.36 \
    cp-end-kind "output pin" \
    flop_area_um2 127.6 \
    top_usage_layer "met2" \
    drt_iter0_drc 75 \
    met2_usage_pct 9.149 \
    ff2ff_setup_slack_ns 0.52 \
    clock_sinks 5 \
    fp_util_pct 17.18 \
    clk_pin_slew_worst_paths_ns 0.04 \
    drive_gt1_share_pct 65.57 \
    dr.pass1.iters 2 \
    routed_wirelength_um 2151 \
    worst_pin_slew_ns 0.3545 \
    synthXorXnorAreaFrac_pct 1.493 \
    dpl_cell_area_um2 855.8 \
    yosysChipArea_um2 586.8 \
    n_fill_cell 332 \
    synthToLayoutAreaGrowth_pct 102.8 \
    pin_count 19 \
    hold_viol 0 \
    clock-root-buffer "clkbuf_4" \
    powerDensity_nw_per_um2 1675 \
    worstPathRequired_ns 1.44 \
    postSynthSeqShare_pct 21.32 \
    grt_usage_pct 6.193 \
    remaining_drc_errors 0 \
    row_count 21 \
    die_h_um 80 \
    cp-startpoint "counter[1]$_DFFE_PN0P_" \
    maxCapViolCount 0 \
    cts_max_level 1 \
    top_cell_area_share_pct 21.32 \
    die_w_um 80 \
    rsz0062_at_grt "true" \
    edf_count 0 \
    timing.rr.end "counter[0]$_DFFE_PN0P_" \
    synth_flops 5 \
    grt_pass1_vias 700 \
    syn_inst 79 \
    num_vias 766 \
    place.gp.congestion 0.8316 \
    topCellsByArea "dfrtp_1 (21%), o22ai_1 (13%), ha_1 (11%)" \
    clock_path_buffers 2 \
    fp.coreArea_um2 3416 \
    grt_use_met3_pct 2.273 \
    synthTopLogicFamily "simple AND/OR/NAND/NOR gates" \
    vias_per_cell 4.560 \
    ys_cells 79 \
    ys_sh_adder_pct 10.66 \
    synthTopCellsByCount "nand2_1 (14), o22ai_1 (12), buf_2 (5), dfrtp_1 (5), ha_1 (5)" \
    antenna_found_initial 0 \
    synthArstFlopShare_pct 100.0 \
]
repair_timing:
action / CTS / global route
gates resized: 90 / 6
pin swaps: 15 / 7
setup buffers: 15 / 3
setup endpoints to repair: 16 / 16
flip-flops by register name (all words and copies together) (netlist names):
register,flops
btnu_prev,1
counter,4
layer usage:
layer  wire [um]  vias to the layer above
met2         886                       17
met1        1119                      371
li1            -                      378
met3         144                        0
met4           0                        0
met5           0                        -
power by group:
group          internal, mW  switching (mW)
combinational         0.884           0.730
sequential            0.153          0.0989
clock                0.0837          0.0441
total                  1.12           0.873
layout make-up:
cell class	count	area share, %
Tap cell	46	4.837
Inverter	3	0.9464
Timing Repair Buffer	45	29.65
Sequential cell	5	10.73
Clock buffer	4	2.208
Multi-Input combinational cell	65	51.63
per-stage QoR:
stage	setup slack (ns)	utilization, %	instances	TNS [ns]	hold slack [ns]
5_1_grt	-0.3065	34.84	168	-3.838	0.3442
2_1_floorplan	0.02277	-	79	0	0.06441
6_report	-0.2469	34.84	168	-2.722	0.3404
3_5_place_dp	-0.4101	25.05	146	-5.202	0.5511
3_3_place_gp	-0.3781	25.05	146	-4.731	0.5466
4_1_cts	-0.2426	32.97	165	-2.780	0.3472
worst min path at each step:
stage	start	endpoint	slack, ns	depth (start not counted)
finish	reset_n	counter[1]$_DFFE_PN0P_	0.34	1
global route	reset_n	counter[0]$_DFFE_PN0P_	0.34	1
CTS	reset_n	counter[3]$_DFFE_PN0P_	0.35	1
logic make-up after synthesis:
group / after synthesis
AND/OR/NAND/NOR: 37
AND-OR/OR-AND: 22
buffers and inverters: 9
adder cells (fa/ha/maj): 5
flip-flops: 5
XOR/XNOR: 1
critical path: stages, from the launching register on:
cell and delay [ns]:
dfrtp_1 0.36, inv_2 0.06, ha_4 0.18, buf_6 0.13
and2_4 0.16, a21oi_4 0.23, buf_6 0.15, o22ai_2 0.06
buf_2 0.12
cells in the final DEF, fill, tap and decap left out, drive strengths merged:
cell,n
nor3,3
or3,1
o41ai,1
nor2b,3
a311oi,1
nand3,2
a211oi,1
nand2b,1
xnor2,1
a21o,1
inv,3
or2,1
buf,42
dfrtp,5
a21oi,3
and2,1
nor3b,1
and4,1
a32oi,1
o22ai,12
nand3b,2
nor4,1
and3,1
nand2,14
ha,5
nor4b,2
clkbuf,4
dlygate4sd2,1
o21ai,2
clkdlybuf4s50,2
nor2,3
Power is estimated from default activity; no workload was simulated.
