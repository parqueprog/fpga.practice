### flow/design.v
module leds_pwm(
    input clk,
    input reset_n,
    output reg [5:0] led
    );
    parameter MAX_COUNT = 100;    
    reg [7:0] counter = 0;
    always @(posedge clk or negedge reset_n) begin
        if (!reset_n) begin
            counter <= 0;
            led <= 6'b000000;            
        end else begin
            if (counter == MAX_COUNT - 1)
                counter <= 0;
            else
                counter <= counter + 1;
            led[0] <= (counter < 5)? 1: 0;
            led[1] <= (counter < 20)? 1: 0;
            led[2] <= (counter < 40)? 1: 0;
            led[3] <= (counter < 60)? 1: 0;
            led[4] <= (counter < 80)? 1: 0;
            led[5] <= (counter < 100)? 1: 0;
        end
    end
endmodule
### flow/constraint.sdc
current_design leds_pwm

set clk_period 2.2
set clk_io_pct 0.2

create_clock -name clk0 -period $clk_period [get_ports {clk}]

set non_clock_inputs [all_inputs -no_clocks]
set_input_delay [expr $clk_period * $clk_io_pct] -clock clk0 $non_clock_inputs
set_output_delay [expr $clk_period * $clk_io_pct] -clock clk0 [all_outputs]
### flow/run.sh
#!/bin/bash
# OpenROAD 26Q1-2900-gdf79404cd8, Yosys 0.63+post, stock flow scripts
make -C /OpenROAD-flow-scripts/flow DESIGN_CONFIG=/design/flow/config.mk WORK_HOME=/design/flow/orfs finish
### flow/config.mk
export PLATFORM = sky130hd
export DESIGN_NAME = leds_pwm
export DESIGN_NICKNAME = leds_pwm
export VERILOG_FILES = /design/flow/design.v
export SDC_FILE = /design/flow/constraint.sdc
export NUM_CORES = 4
export LEC_CHECK = 1
export CORE_AREA = 10 10 75 75
export DIE_AREA = 0 0 85 85
==> summary.txt <==
run metrics: post-route ant nets 0, DR vias/cell 3.815, Port Buffer Count 7, synth cell count leaders 14 x dfrtp_1, 6 x nor2_1, total CTS buffers 3, htree depth 1, Die H ~85 µm, Worst EP required approximately 1.8 ns, Top cells by area dfrtp_1 55%, ha_1 3.9%, nor2_1 3.5%, Clock Latency Late Sink 0.24 ns, metal1 wirelength approximately 480 µm, Hold Vio Cnt, Final 0, final non-filler cell area about 800 µm², CTS clk-pin slew, worst paths approximately 0.050 ns, Synth Area per Inst between 10 and 15 µm², wire per inst 8.958 µm, Worst path max stage delay 0.47 ns, CP endpoint kind primary output, DRC Markers 0, CTS tree built, total I/O pin count 8, ratio of cells with drive above 1 in the final layout 0.08696, Total Routed Length between 1000 and 1500 µm, final period utilization 0.6703, first-pass GRT wire length between 1500 and 2000 µm, Initial Util 0.1579, area delta synth->final 24.80%, Remaining Overflow, GRT 0, status finished clean, skew final 0.0005843 ns, hold path startpoint counter[0], top layer in use met3, total core area around 0.004 mm², fin crit period between 1 and 1.5 ns, critical-path cell list clkdlybuf4s50_1, Worst VDD drop approximately 220 µV, Area leader share 0.5469, crit path max fanout 1, # Cells Yosys around 62, EDFF count, synth 0, P per Cell Area 633.5 mW/mm², Post-Synthesis Cells between 60 and 70, critical path's slowest cell clkdlybuf4s50_1, Die Area roughly 0.0072 mm², 1st-iter DRT viols 33, CTS Hold Bufs 0, Antenna diodes 0, Setup TNS 0 ns, type of origin of the critical path register, Routed met2 length 451 µm, Post-synth seq share 0.5469, Achievable Freq 678.2 MHz, # fillers around 430, clk buf depth 2, leakage power 0.3342 nW, Post-Place Cell Area roughly 740 µm², Worst Setup Path Type reg -> out, Worst slew margin 0.6002, Routed met3 length ~130 µm, crit path DAT 1.03 ns, die extent in x 85 µm, post-CTS setup buffer count 0, warning total across the stage logs 26, mapped cell area about 640 µm², final std cells w/o fill 119, CTS-repair resized insts 0, Yosys warnings 1, Cells after DPL approximately 120, row count 23, Slew Limit Fails 0, post-DP HPWL just under 800 µm, Yosys top cell by area dfrtp_1, HP Class reg -> reg, reg2reg start counter[0], vias in the first global route approximately 400, GRT Total Usage 0.02920, root buf cell clkbuf_8, final setup vio count 0, Yosys reg bits 14, largest net degree at the start of global routing 15, Netlist cell types 23, Commonest flop dfrtp_1, CTS sink cnt 14, RSZ-0062 raised after global routing no, critical path launch point led[5], asr flop ratio synth 1.000, top-count cell post-synth dfrtp_1, Top Family by Delay on Critical Path buffers and inverters, crit path buf inv count 1, yosys stat area 640.6 µm², MaxCap Viol Count 0, length of the first detailed-routing pass in iterations 4, routability cong. 0.7985, antenna violations before repair 0, measured slew at the worst slew-check pin 0.5979 ns, Vias between 400 and 500
-- logic make-up after synthesis --
kind of cell / synth area share
DFF: 0.5469
muxes: 0.01563
xor gates and xnor gates: 0.04102
adders and majority gates: 0.03906
buffers and inverters: 0.06836
AOI/OAI and AO/OA: 0.1250
and+or+nand+nor: 0.1641
-- report_power, final --
group / switching [W] / total [W] / internal, W
clock: 0.0000844 / 0.000243 / 0.000158
sequential: 0 / 0.000258 / 0.000258
combinational: 0.00000459 / 0.00000614 / 0.00000155
-- layer usage --
metal,vias up,track usage
met3,0,0.02312
met1,211,0.03844
met2,19,0.03815
met5,-,0
li1,224,-
met4,0,0.001497
-- metrics by stage --
step	hold WS [ns]	utilization	total power, W	worst slack [ns]
floorplan	0.1444	-	0.0002623	1.021
global placement	0.4999	0.1835	0.0002685	0.9596
detailed placement	0.5069	0.1835	0.0002689	0.9081
CTS	0.5148	0.1970	0.0005131	0.7005
global route	0.5384	0.1970	0.0005302	0.6806
finish	0.5161	0.1970	0.0005065	0.7254
-- cell type report --
class | count | area, µm² | share of cell area
Clock buffer | 4 | 55.05 | 0.06886
Inverter | 4 | 15.01 | 0.01878
Multi-Input combinational cell | 40 | 246.5 | 0.3083
Sequential cell | 14 | 350.3 | 0.4382
Tap cell | 50 | 62.56 | 0.07825
Timing Repair Buffer | 7 | 70.07 | 0.08764
-- flip-flops by register name (all words and copies together), names as in the netlist --
name     count
led          6
counter      8
-- placed cells by master, fill, tap and decap left out --
master	netlist	final
nand2_1	3	3
o21ba_2	1	1
o21a_1	2	2
nor3_1	4	4
xor2_1	1	1
ha_1	2	2
mux2i_1	1	1
or3_1	3	3
xnor2_1	2	2
nor2b_1	1	1
o21ai_0	4	4
a41oi_1	1	1
clkdlybuf4s50_1	0	7
nor2_1	6	6
and3_1	1	1
inv_1	4	4
o21ai_1	2	2
dfrtp_1	14	14
a41o_2	1	1
a21oi_1	1	1
nand3_1	4	4
clkbuf_8	0	4
-- worst paths after layout --
path	endpoint	slack (ns)	cells after the start
min	counter[0]	0.52	1
max in group asynchronous	counter[0]	1.23	1
max reg2reg	counter[6]	0.93	4
min reg2reg	counter[0]	0.52	1
min in group asynchronous	led[4]	0.58	1
max	led[5]	0.73	1
Power is estimated from default activity; no workload was simulated.
