==> design.v <==
module btn_debounce(
    input clk,
    input reset_n,
    input btnu,
    output reg [15:0] led
    );
    parameter MAX_COUNT_DEB = 50_000;  
    parameter MAX_COUNT_SLOW = 10_000_000;  
    reg btnu0, btnu1;
    reg btnu_state;
    reg [15:0] counter_deb = 0;  
    reg [23:0] counter_slow = 0;  
    reg [3:0] counter = 0;  
    always @(posedge clk or negedge reset_n) begin
        if (!reset_n) begin
            btnu0 <= 0;
            btnu1 <= 0;            
        end else begin
            btnu0 <= btnu;
            btnu1 <= btnu0;
        end
    end
    always @(posedge clk or negedge reset_n) begin
        if (!reset_n) begin
            counter_deb <= 0;
            btnu_state <= 0;            
        end else begin
            if (btnu1 != btnu_state) begin
                if (counter_deb == MAX_COUNT_DEB) begin
                    counter_deb <= 0;
                    btnu_state <= btnu1;
                 end else 
                    counter_deb <= counter_deb + 1;
            end else
                counter_deb <= 0;         
        end
    end
    always @(posedge clk or negedge reset_n) begin
        if (!reset_n) begin
            counter_slow <= 0;
            counter <= 0;            
        end else begin
            if (btnu_state) begin                        
                if (counter_slow == MAX_COUNT_SLOW) begin
                    counter_slow <= 0;    
                    if (counter == 15)
                        counter <= 0;
                    else
                        counter <= counter + 1;
                end else
                    counter_slow <= counter_slow + 1;
            end else
                counter_slow <= 0;
        end
    end
    always @(*) begin
        led = 16'b0000000000000000;
        led[counter] = 1;
    end
endmodule
==> run.sh <==
#!/bin/bash
# OpenROAD 26Q1-2900-gdf79404cd8, Yosys 0.63+post, stock flow scripts
make -C /OpenROAD-flow-scripts/flow DESIGN_CONFIG=/design/flow/config.mk WORK_HOME=/design/flow/orfs finish
==> config.mk <==
export PLATFORM = sky130hd
export DESIGN_NAME = btn_debounce
export DESIGN_NICKNAME = btn_debounce
export VERILOG_FILES = /design/flow/design.v
export SDC_FILE = /design/flow/constraint.sdc
export NUM_CORES = 4
export LEC_CHECK = 1
export CORE_UTILIZATION = 30
==> constraint.sdc <==
current_design btn_debounce

set clk_period 3.0
set clk_io_pct 0.2

create_clock -name clk0 -period $clk_period [get_ports {clk}]

set non_clock_inputs [all_inputs -no_clocks]
set_input_delay [expr $clk_period * $clk_io_pct] -clock clk0 $non_clock_inputs
set_output_delay [expr $clk_period * $clk_io_pct] -clock clk0 [all_outputs]
==> summary.rpt <==
PHYSICAL IMPLEMENTATION REPORT
----------------------------------------------------
[Power and ir drop]
  Switching portion of total power ........................ 0.213
  Cell Int Power ........................ 808 µW
  Sequential Power Share ........................ 0.625
  Ratio of total power to cell area ........................ 336 mW/mm²
  Reported leakage power ........................ 1.21 nW
  Maximum VDD drop ........................ 0.192 mV
  Part of the total power dissipated in combinational logic ........................ 0.025
  Share of total power in the clock network ........................ 0.350
  Sw Pwr ........................ 219 µW

[Routing]
  Wirelength, routed ........................ about 4.8 mm
  Antenna Nets Post-Route ........................ 0
  Total inserted antenna cells ........................ 0
  Detailed-route wire length per cell ........................ 11.8 µm
  Routed via count divided by cell count ........................ around 5.0
  Total number of vias ........................ 2,024
  Number of violations reported at the end of detailed-routing iteration 0 ........................ 93
  Number of optimization iterations in the first detailed-route pass ........................ 4
  Post-detailed-route DRC marker count ........................ 0

[Flow run]
  Tool Warnings ........................ 31
  Number of maximum-capacitance constraint violations ........................ 0

[STA]
  Measured slew at the worst slew-check pin ........................ 0.780 ns
  Final critical delay including setup and external delays ........................ 2.85 ns
  Post-layout worst setup margin ........................ approximately 0.15 ns
  Worst relative slew slack ........................ 0.480
  Final sum of negative setup slack ........................ 0 ns
  RSZ-0062 raised after global routing ........................ no
  Finish-stage setup viols ........................ 0
  Final period util ........................ 0.951
  Final hold violation count ........................ 0
  Setup Skew ........................ 0.00800 ns
  Peak Freq ........................ 351 MHz
  Max Transition Viols Final ........................ 0

[Yosys]
  Mean cell area of the mapped netlist ........................ around 9.5 µm²
  Warnings, synthesis ........................ 1
  Yosys reg bits ........................ 47
  Synthesized netlist cell count ........................ 280
  Netlist Area Pre-Place ........................ about 0.0027 mm²
  Count of different cell masters after synthesis ........................ around 45
  Proportion of synthesized chip area in sequential cells ........................ 0.442
  Cell count listed in synth_stat.txt ........................ 280
  Post-synth area from yosys stat ........................ ~0.0027 mm²

[Clock tree]
  Maximum clock path buffer count ........................ 2
  Cell at the root of the clock tree ........................ sky130_fd_sc_hd__clkbuf_8
  Number of clock buffers inserted by TritonCTS ........................ 5
  Clk ins delay skew pair ........................ 0.29 ns
  H-tree level count ........................ 2
  Clock transition time at the flip-flop clock pins of the worst setup and hold paths ........................ 0.08 ns
  Sinks on the clock net ........................ 47
  TritonCTS clock tree ........................ done

[Setup path]
  Critical path peak fanout ........................ 6
  Stage delay of the slowest cell on the critical path ........................ 0.48 ns
  Crit path arrival time ........................ 2.25 ns
  Cell depth of the worst flop-to-flop path ........................ 6
  WP data required ........................ ~2.4 ns
  WS Path Type ........................ reg -> out
  CP Cell Sequence ........................ inv_2, ha_4, or4_4, nand2_1, o21a_1, nor3b_2, clkdlybuf4s50_1
  Setup crit end kind ........................ output pin
  Slowest CP cell ........................ sky130_fd_sc_hd__or4_4
  Type of origin of the critical path ........................ register

[Global route]
  Total track usage ........................ 0.117
  Congestion Overflow GR ........................ 0
  Wire length of the first global-routing pass ........................ 8.49 mm
  Initial antenna violation count ........................ 0
  Vias in the first global route ........................ around 1,800
  Maximum number of pins on one net before global-route repair ........................ 36

[Hold path]
  Count of cells along the worst hold path ........................ 0
  Class of the most critical hold timing path ........................ reg -> reg

[Floorplanning]
  Die Footprint ........................ 0.00926 mm²
  Rows ........................ 34
  Horizontal die dimension ........................ 96.2 µm
  I/O pin cnt ........................ 19
  Die y size ........................ 96.2 µm
  Core outline area ........................ 0.00864 mm²
  Initial Util ........................ 0.308

[Final layout]
  Area added between synthesis and finish ........................ 14.8%
  Count of fill cells added during filler insertion ........................ 874
  Utilization after layout ........................ 0.354
  Share of post-route cells with drive strength above 1 ........................ 0.0833

[Outcome]
  Status ........................ finished, final reports clean

[Placement]
  Setup slack after placement ........................ 0.322 ns
  Final HPWL from detailed placement ........................ roughly 3.4 mm
  Number of input and output port buffers inserted ........................ 18
  RePlAce Congestion ........................ 0.806

----------------------------------------------------
==> cell type report <==
type | instances | area, µm² | share of cell area
clock buffers | 7 | 76.3 | 0.0250
inverters | 11 | 41.3 | 0.0135
flip-flops and latches | 47 | 1180 | 0.385
well taps | 108 | 135 | 0.0442
multi-input cells | 212 | 1420 | 0.463
clock inverters | 1 | 5.00 | 0.00164
repair buffers | 22 | 209 | 0.0683
==> registers in the layout, indices dropped and copies added (netlist names) <==
register / count
btnu1: 1
counter_deb: 16
btnu0: 1
btnu_state: 1
counter: 4
counter_slow: 24
==> cell usage after synthesis (all sizes together) <==
master / number / area, µm²
a21bo: 1 / 10.0
a21o: 1 / 7.51
a21oi: 14 / 70.1
a31oi: 1 / 6.26
and2: 8 / 50.1
and3: 7 / 43.8
and4: 6 / 53.8
buf: 6 / 36.3
clkbuf: 4 / 15.0
dfrtp: 47 / 1180
ha: 9 / 113
inv: 11 / 41.3
mux2: 2 / 22.5
mux2i: 1 / 10.0
nand2: 17 / 63.8
nand2b: 2 / 12.5
nand3: 13 / 77.6
nand3b: 1 / 7.51
nand4: 13 / 87.6
nand4b: 1 / 8.76
nor2: 30 / 113
nor2b: 6 / 37.5
nor3: 7 / 40.0
nor3b: 1 / 7.51
nor4: 4 / 25.0
nor4b: 5 / 43.8
nor4bb: 2 / 20.0
o21a: 1 / 7.51
o21ai: 8 / 40.0
o221ai: 1 / 8.76
o22a: 1 / 8.76
o31ai: 6 / 45.0
o41ai: 2 / 17.5
or2: 1 / 6.26
or3: 7 / 48.8
or4: 7 / 52.6
xnor2: 7 / 61.3
xor2: 19 / 166
==> cells in the final DEF (no fill, tap or decap), types with 3 or more instances in the layout <==
master,synthesis,final
sky130_fd_sc_hd__clkdlybuf4s50_1,0,17
sky130_fd_sc_hd__nor3_1,6,6
sky130_fd_sc_hd__dfrtp_1,47,47
sky130_fd_sc_hd__nor2b_1,6,6
sky130_fd_sc_hd__a21oi_1,14,14
sky130_fd_sc_hd__nand4_1,12,12
sky130_fd_sc_hd__or4_1,7,6
sky130_fd_sc_hd__nand3_1,12,12
sky130_fd_sc_hd__ha_1,9,8
sky130_fd_sc_hd__or3_1,6,6
sky130_fd_sc_hd__clkbuf_8,0,5
sky130_fd_sc_hd__o21ai_0,7,7
sky130_fd_sc_hd__nor4b_1,5,5
sky130_fd_sc_hd__o31ai_1,6,6
sky130_fd_sc_hd__nor4_1,4,4
sky130_fd_sc_hd__inv_1,11,9
sky130_fd_sc_hd__xor2_1,19,19
sky130_fd_sc_hd__nor2_1,30,30
sky130_fd_sc_hd__and3_1,7,7
sky130_fd_sc_hd__buf_4,0,3
sky130_fd_sc_hd__xnor2_1,7,7
sky130_fd_sc_hd__and4_1,5,5
sky130_fd_sc_hd__nand2_1,17,17
sky130_fd_sc_hd__and2_1,8,8
==> power groups by stage <==
stage | Clock, mW | Sequential [mW] | Combinational (mW)
4_1_cts | 0.380 | 0.642 | 0.0269
5_1_grt | 0.401 | 0.643 | 0.0309
6_report | 0.359 | 0.642 | 0.0253
==> routing by layer <==
metal / up-vias / wire length [µm] / GRT usage
li1: 1043 / - / -
met1: 946 / 2520 / 0.183
met2: 31 / 2120 / 0.177
met3: 4 / 140 / 0.0225
met4: 0 / 48 / 0.0174
met5: - / 0 / 0
==> path summary, 6_finish.rpt <==
path	start	endpoint	slack (ns)
hold / removal	btnu0$_DFF_PN0_	btnu1$_DFF_PN0_	0.35
setup / recovery	counter[0]$_DFFE_PN0P_	led[4]	0.15
setup reg to reg	counter_slow[0]$_DFF_PN0_	counter[0]$_DFFE_PN0P_	0.91
hold reg to reg	btnu0$_DFF_PN0_	btnu1$_DFF_PN0_	0.35
min in group asynchronous	reset_n	counter_deb[4]$_DFF_PN0_	0.39
max in group asynchronous	reset_n	counter[0]$_DFFE_PN0P_	1.94
==> cell families after synthesis <==
logic type | share of synthesized area
muxes | 0.0122
adders and majority gates | 0.0423
and+or+nand+nor | 0.300
xor gates and xnor gates | 0.0855
AOI/OAI and AO/OA | 0.0832
DFF | 0.442
buffers and inverters | 0.0348
==> per-stage QoR <==
| step | cell area (µm²) | instances | total power [mW] | hold WS [ns] |
|---|---|---|---|---|
| 3_3_place_gp | 2950 | 400 | 0.681 | 0.337 |
| 6_report | 3060 | 408 | 1.03 | 0.351 |
| 5_1_grt | 3060 | 408 | 1.07 | 0.375 |
| 3_5_place_dp | 2950 | 400 | 0.681 | 0.335 |
| 4_1_cts | 3040 | 408 | 1.05 | 0.354 |
| 2_1_floorplan | 2660 | 280 | 0.663 | 0.304 |
==> worst max-delay path: cells and delay by family, from the launching register on <==
kind                     cells  cell delay, ns
flip-flops                   1            0.38
AND-OR/OR-AND                1            0.15
AND/OR/NAND/NOR              3            0.72
buffers and inverters        2            0.55
adder cells (fa/ha/maj)      1            0.17
==> timing repair <==
item | 4_1_cts | 5_1_grt
resized | 1 | 6
hold buffers | 0 | 0
endpoints found under the setup margin | 1 | 7
setup buffers | 0 | 0
No activity file was given, so power comes from the tool's default toggle rates.
